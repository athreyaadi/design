File: ./config.mk
export PLATFORM = sky130hd
export DESIGN_NAME = addr_segregator_snoop
export DESIGN_NICKNAME = addr_segregator_snoop
export VERILOG_FILES = /design/flow/design.v
export SDC_FILE = /design/flow/constraint.sdc
export NUM_CORES = 4
export LEC_CHECK = 1
export CORE_AREA = 10 10 70 70
export DIE_AREA = 0 0 80 80
File: ./run.sh
#!/bin/bash
# OpenROAD 26Q1-2900-gdf79404cd8, Yosys 0.63+post, stock flow scripts
make -C /OpenROAD-flow-scripts/flow DESIGN_CONFIG=/design/flow/config.mk WORK_HOME=/design/flow/orfs finish
File: ./design.v
module addr_segregator_snoop #(
                              parameter ADDR_WID   = 32   ,
                              parameter INDEX_MSB  = ((2) + (14) - 1)  ,
                              parameter INDEX_LSB  = (2)  ,
                              parameter OFFSET_MSB = (2 - 1) ,
                              parameter OFFSET_LSB = 0 ,
                              parameter TAG_MSB    = 31    ,
                              parameter TAG_LSB    = ((2) + (14))
                              )(
                              input                                  bus_rd           ,
                              input                                  bus_rdx          ,
                              input                                  invalidate       ,
                              input      [ADDR_WID - 1 : 0]          address          ,
                              output reg [INDEX_MSB    : INDEX_LSB]  index_snoop      ,
                              output reg [TAG_MSB      : TAG_LSB]    tag_snoop        ,
                              output reg [OFFSET_MSB   : OFFSET_LSB] blk_offset_snoop 
                              );
    reg [ADDR_WID - 1 : 0] zeros = 0;
    always @ * begin 
        if(bus_rd || bus_rdx || invalidate) begin 
            index_snoop      = address[INDEX_MSB : INDEX_LSB];
            tag_snoop        = address[TAG_MSB : TAG_LSB];
            blk_offset_snoop = address[OFFSET_MSB : OFFSET_LSB];
        end
        else begin 
            index_snoop      = zeros[INDEX_MSB : INDEX_LSB];
            tag_snoop        = zeros[TAG_MSB : TAG_LSB];
            blk_offset_snoop = zeros[OFFSET_MSB : OFFSET_LSB];
      end
  end
endmodule
File: ./constraint.sdc
current_design addr_segregator_snoop

set clk_period 1.0
set clk_io_pct 0.2

create_clock -name clk0 -period $clk_period

set non_clock_inputs [all_inputs -no_clocks]
set_input_delay [expr $clk_period * $clk_io_pct] -clock clk0 $non_clock_inputs
set_output_delay [expr $clk_period * $clk_io_pct] -clock clk0 [all_outputs]
==> impl_metrics.env <==
# physical design summary
export IMPL_p_leak_uw=0.0005631
export IMPL_dr_wl_met3_um=173
export IMPL_antenna_cells=0
export IMPL_power_density_nw_per_um2=426.6
export IMPL_mostFrequentLayoutCell="buf_2"
export IMPL_ys_warn_count=1
export IMPL_worst_pin_slew_ns=0.08460
export IMPL_globalRouteOverflowTotal=0
export IMPL_rows=21
export IMPL_layout_min_cycle_time_ns=1.201
export IMPL_grt_pass1_wl_um=4919
export IMPL_initial_core_util=0.1015
export IMPL_slew_violations=0
export IMPL_vias=707
export IMPL_seqCellArea_um2=0
export IMPL_io_pins=67
export IMPL_critPathMaxFanout=5
export IMPL_dr_first_iter_drc_count=31
export IMPL_area_growth_pct=273.3
export IMPL_die_x_um=80
export IMPL_grt_usage=0.09698
export IMPL_rsz0062_at_grt="true"
export IMPL_ff_count=0
export IMPL_top_cell_area_share=0.7581
export IMPL_drtAntennaViolNets=0
export IMPL_setup_slack_ns=-0.2008
export IMPL_grt_max_degree=9
export IMPL_wl_per_cell_um=18.92
export IMPL_hp_start="address[30]"
export IMPL_hold_worst_slack_ns=0.8163
export IMPL_hp_class="primary input to output pin"
export IMPL_routed_wl_um=3235
export IMPL_place_ws_ns=-0.7971
export IMPL_syn_avg_cell_area_um2=8.453
export IMPL_layout_top_cells="32 x buf_2, 30 x o31a_1, 29 x clkdlybuf4s50_1"
export IMPL_slew_headroom=0.9434
export IMPL_grt_pass1_vias=812
export IMPL_fmax_ghz=0.8327
export IMPL_finalCritPeriodShare=1.201
export IMPL_die_height_um=80
export IMPL_core_area_um2=3416
export IMPL_fin_tns_setup_ns=-4.781
export IMPL_antenna_found_initial=0
export IMPL_die_area_um2=6400
export IMPL_worstSetupEndpointType="output pin"
export IMPL_syn_instance_count=41
export IMPL_ys_cells=41
export IMPL_fillCellCount=346
export IMPL_topCellsByArea="o31a_1 76%, buf_6 9.7%, buf_2 8.7%, o31a_2 5.8%"
export IMPL_start_kind="primary input"
export IMPL_vias_per_cell=4.135
export IMPL_arrival_ns=1.00
export IMPL_status="finished with violations"
export IMPL_finalSetupViolCount=32
export IMPL_crit_start="invalidate"
export IMPL_hold_violations=0
export IMPL_hpwl_um=2170
export IMPL_ys_seq_share=0
export IMPL_nClkBuffers=0
export IMPL_drt_met1_wl_um=1484
export IMPL_violations="setup timing"
export IMPL_met2_length_um=1576
export IMPL_drc=0
export IMPL_ctsHoldBuffers=0
export IMPL_largest_area_cell="o31a_1"
export IMPL_max_cap_viol_count=0
export IMPL_ys_area_um2=346.6
export IMPL_synth_area_um2=346.6
export IMPL_drive_gt1_frac=0.5040
export IMPL_path_class="primary input to output pin"
export IMPL_required_ns=0.80
export IMPL_ir_drop_mv=0.2149
export IMPL_top_layer="met3"
export IMPL_totalPowerFinal_uw=551.9
export IMPL_warnings=34
export IMPL_gp_congestion=0.7128
export IMPL_first_pass_iters=4
export IMPL_ys_types=4
export IMPL_numPortBuffers=67
-- layout make-up --
type | count | area, um2 | area share
well taps | 46 | 57.56 | 0.04449
multi-input cells | 32 | 282.8 | 0.2186
repair buffers | 93 | 953.4 | 0.7369
-- critical path: stages --
cell and delay, ns:
buf_8 0.10, buf_12 0.12, buf_8 0.12, o31a_2 0.33, buf_2 0.12
-- kinds of logic after synthesis --
kind of cell	Yosys count	synth area share
AND-OR/OR-AND	32	0.8159
buffers and inverters	9	0.1841
-- path summary, 6_finish.rpt --
check	to	slack (ns)	cells after the start
min	tag_snoop[30]	0.82	3
max	tag_snoop[31]	-0.20	5
-- metrics by stage --
stage                     area (um2)  cells    util
after detailed placement        1071    148  0.3136
after global routing            1294    171  0.3788
after floorplan                346.6     41       -
after global placement          1071    148  0.3136
final                           1294    171  0.3788
after CTS                       1260    170  0.3689
-- layer usage --
layer | GRT usage | vias to the layer above
li1 | - | 349
met1 | 0.1292 | 334
met2 | 0.1661 | 24
met3 | 0.01932 | 0
met4 | 0 | 0
met5 | 0 | -
-- where the power goes --
group	switching, uW	internal (uW)	total, uW
sequential	0	0	0
combinational	165	387	552
clock	0	0	0
total	165	387	552
-- synth_stat cells --
cell type and count:
o31a_2 2, buf_2 6, buf_6 3, o31a_1 30
-- timing repair --
item | in CTS | in global routing
buffers inserted | 17 | 1
endpoints found under the setup margin | 32 | 32
endpoints found under the hold margin | 0 | 0
pin swaps | 22 | 18
gates resized | 144 | 7
gates cloned | 5 | 0
Power figures rest on the tool's default switching activity, not on a simulated workload.
