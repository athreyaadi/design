## ./run.sh

```bash
#!/bin/bash
# OpenROAD 26Q1-2900-gdf79404cd8, Yosys 0.63+post, stock flow scripts
make -C /OpenROAD-flow-scripts/flow DESIGN_CONFIG=/design/flow/config.mk WORK_HOME=/design/flow/orfs finish
```

## ./config.mk

```make
export PLATFORM = sky130hd
export DESIGN_NAME = access_blk_snoop_md
export DESIGN_NICKNAME = access_blk_snoop_md
export VERILOG_FILES = /design/flow/design.v
export SDC_FILE = /design/flow/constraint.sdc
export NUM_CORES = 4
export LEC_CHECK = 1
export CORE_AREA = 10 10 82 82
export DIE_AREA = 0 0 92 92
```

## ./constraint.sdc

```tcl
current_design access_blk_snoop_md

set clk_period 1.6
set clk_io_pct 0.2

create_clock -name clk0 -period $clk_period

set non_clock_inputs [all_inputs -no_clocks]
set_input_delay [expr $clk_period * $clk_io_pct] -clock clk0 $non_clock_inputs
set_output_delay [expr $clk_period * $clk_io_pct] -clock clk0 [all_outputs]
```

## ./design.v

```verilog
module access_blk_snoop_md #(
                            parameter ASSOC     = (1<< (2))     ,
                            parameter ASSOC_WID = 2 ,
                            parameter MESI_WID  = 2  ,
                            parameter TAG_WID   = ((32) - (2) - (14))   ,
                            parameter TAG_MSB   = 31   ,
                            parameter TAG_LSB   = ((2) + (14))   ,
                            parameter INVALID   = 0
                            )(
                            input                                      bus_rd           ,
                            input                                      bus_rdx          ,
                            input                                      invalidate       ,
                            input      [TAG_MSB             : TAG_LSB] tag_snoop        ,
                            input      [ASSOC*MESI_WID - 1  : 0      ] cache_snoop_mesi ,
                            input      [ASSOC*TAG_WID - 1   : 0      ] cache_snoop_tag  ,
                            output reg [ASSOC - 1           : 0      ] access_blk_snoop
                            );
    integer i;
    wire [MESI_WID - 1 : 0] cache_mesi [ASSOC - 1 : 0];
    wire [TAG_WID - 1  : 0] cache_tag  [ASSOC - 1 : 0];
    generate 
        for(genvar gi = 1; gi<=ASSOC; gi++) begin : divide
            assign cache_mesi[gi - 1] = cache_snoop_mesi[gi*MESI_WID - 1 : (gi-1)*MESI_WID];
            assign cache_tag [gi - 1] = cache_snoop_tag [gi*TAG_WID - 1  : (gi-1)*TAG_WID];
        end
    endgenerate
    always @* begin 
        if(bus_rd || bus_rdx || invalidate) begin
            for(i = 0; i < ASSOC; i++) begin
                if(cache_mesi[i] != INVALID && cache_tag[i] == tag_snoop)
                    access_blk_snoop[i] = 1'b1;   
                else
                    access_blk_snoop[i] = 1'b0;               
            end
        end
        else begin 
            for(i = 0; i < ASSOC; i++) begin
                access_blk_snoop[i] = 1'b0;                
            end
        end
    end
endmodule
```

==> impl_metrics.yaml <==
# yosys + openroad results
outcome:
  status: "complete, but fails checks"
  violations: "setup timing"
timing:
  relSlewSlack_pct: 78.1
  rsz0062_at_grt: "true"
  setup_viol: 1
  period_used_pct: 100
  slew_viol_final: 0
  layout_setup_ws_ps: -4.00
  max_freq_mhz: 623
  tightest_slew_ps: 327
  post-route-min-period_ps: 1600
  hold_viol: 0
  hold_ws_ps: 1100
setup_path:
  cp.arrival_ps: 1280
  crit_chain: "clkdlybuf4s15_2 -> xnor2_2 -> nand4_1 -> nor4_2 -> buf_2"
  cp-end-kind: "output pin"
  crit_path_max_incr_delay_ps: 280
  cp_slowest_cell: "nor4_2"
  critPathLaunchType: "primary input"
  crit_required_ps: 1280
  crit_fanout: 3
  critical_path_class: "primary input to output pin"
min_path:
  hold_class: "primary input to output pin"
synth:
  synthSimpleGateAreaFrac_pct: 19.0
  syn_area_per_cell_um2: 7.97
  synth_seq_share_pct: 0
  ys_cells: 99
  netlist_instances: 99
  synthXorXnorAreaFrac_pct: 71.0
  adder_share_pct: 0
  ys_area_um2: 790
  top_logic_kind: "XOR/XNOR gates"
  synth_warnings: 1
  synth_area_um2: 790
  mux_area_share_pct: 0
  synth-compound-area-share_pct: 4.44
  yosysUniqueCellTypes: 8
floorplan:
  die_area_um2: 8460
  die_h_um: 92
  ioPinCount: 95
  fp-utilization_pct: 15.6
  fp.dieW_um: 92
  core_um2: 5070
  rows: 26
detailed_routing:
  ant_nets: 0
  wl_mm: 4.08
  avgViaCountPerCell: 3.76
  drc: 0
  drtIter0Drc: 13
  diodes: 0
  vias: 1003
  wl_per_cell_um: 15.3
  drtPass1Iterations: 3
grt:
  grt_max_degree: 5
  grt_usage_pct: 9.04
  antenna_found_initial: 0
  grt_pass1_wl_mm: 6.12
  grt_pass1_vias: 1158
  grt_overflow_total: 0
placed_design:
  gp_congestion: 0.751
  place_area_um2: 1880
  dpl.hpwl_mm: 3.82
  place_ws_ps: -865
  port_buffers: 95
final_layout:
  ff_latch_area_um2: 0
  final_util_pct: 38.0
  num-fill-cells: 549
  drive_above_1_share_pct: 39.6
  flops: 0
  stdcell_area_um2: 1930
  clkbuf_count: 0
  area_growth_pct: 145
power:
  powerDensity_nw_per_um2: 242
  p_leak_nw: 0.815
  irDropWorstVdd_mv: 0.0842
run:
  cap_viol_max_count: 0
  warning_count: 34
clocking:
  ctsHoldBuffers: 0
[routing by layer]
layer	global-route usage [%]	vias up	share of wire (%)
li1	-	532	-
met1	11.9	426	43
met2	15.6	45	50
met3	2.14	0	6.7
met4	0	0	0
met5	0	-	0
[worst paths after layout]
check | start | cells past startpoint | end
max | tag_snoop[20] | 5 | access_blk_snoop[1]
min | tag_snoop[31] | 5 | access_blk_snoop[3]
[metrics by stage]
step                power (W)  std cells  setup TNS, ps
global route         0.000504        267           -204
finish               0.000467        267          -4.00
detailed placement   0.000476        267          -3400
global placement     0.000474        267          -3320
floorplan            0.000181         99              0
CTS                  0.000467        267          -37.3
[critical path, delay by kind of cell]
| kind | cells | cell delay [ps] |
|---|---|---|
| buffers and inverters | 2 | 370 |
| and+or+nand+nor | 2 | 410 |
| xor gates and xnor gates | 1 | 200 |
[kinds of logic after synthesis]
kind of cell              after synthesis
and+or+nand+nor                        21
AOI/OAI and AO/OA                       4
xor gates and xnor gates               64
buffers and inverters                  10
[area by class of cell]
class                      instances  area [um2]  share of cell area (%)
multi-input combinational         89         960                    49.7
timing repair buffer             108         883                    45.8
tap                               70        87.6                    4.54
[layout by cell type (no fill, tap or decap), types with 6 or more instances in the layout]
| cell | n |
|---|---|
| xnor2_1 | 36 |
| buf_2 | 24 |
| clkdlybuf4s15_1 | 10 |
| xor2_1 | 7 |
| buf_6 | 8 |
| buf_4 | 8 |
| nand4_1 | 12 |
| clkdlybuf4s50_1 | 6 |
| xnor2_2 | 20 |
| dlygate4sd2_1 | 48 |
[synthesized netlist by cell type, drive strengths merged]
cell type	instances	share of area (%)
o2111ai	4	4.4
nand4	12	9.5
nor4	4	6.3
buf	5	3.2
xor2	8	8.9
nor3	5	3.2
xnor2	56	62
clkbuf	5	2.4
[power breakdown]
group	switching [W]	internal (W)	total (W)
clock network	0	0	0
logic	0.000179	0.000288	0.000467
registers	0	0	0
[what timing repair did]
action / 4_1_cts / 5_1_grt
gates resized: 215 / 8
hold endpoints to repair: 0 / 0
buffers inserted: 0 / 0
setup endpoints to repair: 4 / 4
pin swaps: 69 / 15
No activity file was given, so power comes from the tool's default toggle rates.
